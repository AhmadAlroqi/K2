===== design/flow/design.v =====
`timescale 1ns / 1ps
module n_counter #(parameter n = 8)(
    input logic clk,
    input logic reset_n,
    input logic load,
    input logic en,
    input logic [n - 1: 0] load_data,
    output logic [n-1:0] count
);
    always_ff @(posedge clk or negedge reset_n) begin
        if (!reset_n)       
            count <= 0;  
        else begin   
             if (load) 
                 count <= load_data;  
            else if (en) 
                count <= count + 1;
            end
    end
endmodule

===== design/flow/run.sh =====
#!/bin/bash
# OpenROAD 26Q1-2900-gdf79404cd8, Yosys 0.63+post, stock flow scripts
make -C /OpenROAD-flow-scripts/flow DESIGN_CONFIG=/design/flow/config.mk WORK_HOME=/design/flow/orfs finish

===== design/flow/config.mk =====
export PLATFORM = sky130hd
export DESIGN_NAME = n_counter
export DESIGN_NICKNAME = n_counter
export VERILOG_FILES = /design/flow/design.v
export SDC_FILE = /design/flow/constraint.sdc
export NUM_CORES = 4
export LEC_CHECK = 1
export CORE_AREA = 10 10 70 70
export DIE_AREA = 0 0 80 80

===== design/flow/constraint.sdc =====
current_design n_counter

set clk_period 1.4
set clk_io_pct 0.2

create_clock -name clk0 -period $clk_period [get_ports {clk}]

set non_clock_inputs [all_inputs -no_clocks]
set_input_delay [expr $clk_period * $clk_io_pct] -clock clk0 $non_clock_inputs
set_output_delay [expr $clk_period * $clk_io_pct] -clock clk0 [all_outputs]

==> impl_metrics.json <==
{
  "yosysUniqueCellTypes": 15,
  "num_vias": 480,
  "vdd_drop_max_mv": 0.567,
  "numSynthFlops": 8,
  "drtPass1Iterations": 2,
  "async_flop_share": 1.00,
  "grt_pass1_vias": 506,
  "r2r_slack_ns": 0.07,
  "wl_um": 1380,
  "fmaxAchievable_ghz": 0.745,
  "drive_gt1_frac": 0.306,
  "clock.latency.late_pin_ns": 0.25,
  "htreeDepth": 1,
  "ys_cells": 49,
  "slew_headroom": 0.758,
  "edf_count": 0,
  "max-clock-path-buffers": 2,
  "largest_register_ffs": 8,
  "grt_pass1_wl_um": 2280,
  "logic_area_um2": 260,
  "setup-violations-final": 0,
  "finalMaxSlewViolations": 0,
  "antenna_found_initial": 0,
  "fin_ws_ns": 0.0577,
  "hpwl_um": 1060,
  "worst-path-buf-inv": 1,
  "cp_max_fo": 2,
  "antennaDiodeCount": 0,
  "final_core_util": 0.255,
  "ff2ff_path_depth": 6,
  "critPathArrivalTime_ns": 1.06,
  "cp_top_family": "buffers and inverters",
  "maxCapViolCount": 0,
  "post-synth-top-count-cell": "nand2_1",
  "ant_nets": 0,
  "overflow": 0,
  "die_width_um": 80,
  "cts_hold_buf": 0,
  "cp.depth": 1,
  "largestRegisters": "count (8)",
  "ios": 20,
  "rsz0062_at_grt": "true",
  "end_kind": "output port",
  "cts_tree": "built",
  "cts.sinks": 8,
  "power.density_nw_per_um2": 799,
  "syn-cell-area_um2": 450,
  "core-area_um2": 3420,
  "start_kind": "flop",
  "place_ws_ns": -0.255,
  "port_buffers": 19,
  "regMostFlops": "count",
  "crit_slowest_cell": "clkdlybuf4s50_1",
  "routabilityCongestion": 0.836,
  "cts_buffers": 3,
  "yosys_warnings": 1,
  "synth_seq_share": 0.444,
  "max_stage_delay_ns": 0.46,
  "synth-main-ff-cell": "dfrtp_1",
  "syn_inst": 49,
  "rr_endpoint": "count[7]$_DFFE_PN0P_",
  "worstPathRequired_ns": 1.12,
  "netlist_top_cells_count": "nand2_1 (10), dfrtp_1 (8), o21ai_0 (6)",
  "clkSlewWorstSetupHoldPaths_ns": 0.05,
  "fp_util": 0.132,
  "synth_top_area_share": 0.444,
  "warnings": 26,
  "period_used_share": 0.959,
  "grt.total_usage": 0.0443,
  "rows": 21,
  "avgSynthCellArea_um2": 9.19,
  "drc": 0,
  "fin_crit_ns": 1.34,
  "chipArea_um2": 6400,
  "root_buffer": "clkbuf_4",
  "timing.final.hold_violations": 0,
  "syn2layout_area_growth_pct": 93.1,
  "nFillCells": 391,
  "drtIter0Drc": 5,
  "worstReg2RegStart": "count[0]$_DFFE_PN0P_",
  "viasPerCell": 3.66,
  "p_total_uw": 695,
  "path_class": "flop to output port",
  "path_cells": "clkdlybuf4s50_1",
  "flop_area_um2": 203,
  "die_h_um": 80,
  "synthTopCellsByArea": "dfrtp_1 (44%), nand2_1 (8.3%), o21ai_0 (6.7%)",
  "skew_ns": 0.00334,
  "status": "finished clean",
  "leakage_nw": 0.375,
  "hp-class": "input port to asynchronous set/reset pin",
  "tightest_slew_ns": 0.362,
  "top_area_cell": "dfrtp_1",
  "grt_max_degree": 9,
  "ys_area_um2": 450,
  "wl_per_cell_um": 10.5
}
==> power breakdown <==
part           switching (mW)  leakage [nW]  internal, mW
Sequential             0.0199        0.0947         0.258
Combinational          0.0890         0.266         0.158
Clock                  0.0713        0.0138        0.0976
==> worst max-delay path by stage <==
stage,from,to
6_report,count[3]$_DFFE_PN0P_,count[3]
4_1_cts,en,count[5]$_DFFE_PN0P_
5_1_grt,count[0]$_DFFE_PN0P_,count[5]$_DFFE_PN0P_
==> cell usage in the layout, fill, tap and decap left out <==
master,Yosys,routed
buf_4,1,15
clkdlybuf4s50_1,0,14
nand2_1,10,10
o21ai_0,6,6
dfrtp_1,8,6
nand3_1,5,4
nor2b_1,3,3
or4_1,3,3
clkbuf_4,0,3
dlygate4sd2_1,0,3
nand4_1,2,2
xor2_1,3,2
o21ai_1,2,2
dfrtp_2,0,2
dlymetal6s2s_1,0,2
buf_6,0,2
nand4_4,1,1
xor2_2,0,1
mux2i_1,1,1
xnor2_1,1,1
nand3_2,0,1
ha_4,0,1
==> per-layer routing <==
| layer | global-route usage | vias up | wire length (um) |
|---|---|---|---|
| li1 | - | 246 | - |
| met1 | 0.0602 | 215 | 660 |
| met2 | 0.0594 | 19 | 561 |
| met3 | 0.0284 | 0 | 155 |
| met4 | 0.00352 | 0 | 0 |
| met5 | 0 | - | 0 |
==> cell families after synthesis <==
family          after synthesis  synth area share
compound gates                8            0.0889
xor+xnor                      4            0.0778
flops                         8             0.444
buf+inv                       3            0.0333
simple gates                 24             0.306
fa+ha+maj                     1            0.0278
mux                           1            0.0222
==> metrics by stage <==
stage / hold slack (ns) / area, um2 / TNS [ns] / std cells
2_1_floorplan: -0.0156 / 450 / 0 / 49
3_3_place_gp: 0.577 / 736 / -1.02 / 118
3_5_place_dp: 0.576 / 736 / -1.07 / 118
4_1_cts: 0.316 / 832 / 0 / 130
5_1_grt: 0.313 / 870 / -0.0153 / 131
6_report: 0.308 / 870 / 0 / 131
==> repair_timing <==
item / CTS / global route
setup buffers: 9 / 1
gates cloned: 0 / 0
endpoints found under the setup margin: 8 / 6
gates resized: 7 / 6
pin swaps: 0 / 3
==> layout make-up <==
type	instances	area share
multi-input cells	38	0.299
repair buffers	36	0.376
flip-flops and latches	8	0.233
clock buffers	3	0.0259
well taps	46	0.0662
Power is estimated from default activity; no workload was simulated.
