## flow/run.sh

```bash
#!/bin/bash
# OpenROAD 26Q1-2900-gdf79404cd8, Yosys 0.63+post, stock flow scripts
make -C /OpenROAD-flow-scripts/flow DESIGN_CONFIG=/design/flow/config.mk WORK_HOME=/design/flow/orfs finish
```

## flow/config.mk

```make
export PLATFORM = sky130hd
export DESIGN_NAME = ALU
export DESIGN_NICKNAME = ALU
export VERILOG_FILES = /design/flow/design.v
export SDC_FILE = /design/flow/constraint.sdc
export NUM_CORES = 4
export LEC_CHECK = 1
export CORE_AREA = 10 10 70 70
export DIE_AREA = 0 0 80 80
```

## flow/constraint.sdc

```tcl
current_design ALU

set clk_period 10.0
set clk_io_pct 0.2

create_clock -name clk0 -period $clk_period

set non_clock_inputs [all_inputs -no_clocks]
set_input_delay [expr $clk_period * $clk_io_pct] -clock clk0 $non_clock_inputs
set_output_delay [expr $clk_period * $clk_io_pct] -clock clk0 [all_outputs]
```

## flow/design.v

```verilog
`timescale 1ns / 1ps
module ALU# (parameter N = 8)(
    input logic [N-1:0] a,          
    input logic [N-1:0] b,          
    input logic op,               
    output logic [N-1:0] result,    
    output logic carry          
);
    logic [N-1:0]bcomp;
    logic [N-1:0]b2sout;
    assign bcomp= ~b + 1;
    MUX #(.N(N)) b2comp(
    .a(bcomp),
    .b(b),
    .s(op),
    .y(b2sout)
    );
    assign {carry,result} = a + b2sout;    
endmodule
`timescale 1ns / 1ps
 module MUX # (parameter N = 8)
 (
    input logic [N-1:0] a,   
    input logic [N-1:0] b,   
    input logic s,             
    output logic [N-1:0] y   
);
    always @(*) begin
        if (s)
            y = a;               
        else
            y = b;              
    end
endmodule
```

==> impl_metrics.yaml <==
# generated from flow reports
place:
  dp.final_hpwl_um: 1260
  pre_cts_ws_ns: 3.22
  gp_congestion: 0.775
  io_buffers: 26
  placed_cell_area_um2: 762
route:
  drt-pass1-iter-count: 4
  num_vias: 493
  finalWirelength_um: 1340
  drt_iter0_markers: 5
  wl_per_cell_um: 9.89
  num_antenna_cells: 0
  drc: 0
  vias_per_cell: 3.65
  ant_nets: 0
sta:
  slew_violations: 0
  finalSetupViolations: 0
  slew_headroom_pct: 78.9
  rsz0062_at_grt: "false"
  fin_tns_setup_ns: 0
  hold_violations: 0
  setup_ws_ns: 3.23
  fmax_mhz: 148
  period_used_pct: 67.7
  fin_crit_ns: 6.77
  worstMarginPinSlew_ns: 0.314
global_routing:
  grt_use_met1_pct: 4.70
  met2_usage_pct: 7.14
  grt_pass1_wl_um: 2080
  grt_max_degree: 9
  grt_pass1_vias: 488
  antenna_found_initial: 0
  overflow: 0
  grt_util_met3_pct: 0.909
  busiest_layer: "met2"
  track_usage_pct: 3.88
finish:
  clkbuf_count: 0
  flop-count: 0
  final_layout_size_suffix_gt1_share_pct: 2.25
  area.growth.synth_to_final_pct: 71.5
  regArea_um2: 0
  final_area_um2: 762
  final_core_util_pct: 22.3
  fill_cells: 393
die:
  core_um2: 3420
  fp-utilization_pct: 13.0
  row_count: 21
  die_area_um2: 6400
  die_width_um: 80
  die_h_um: 80
  io_pins: 26
synthesis:
  synth.distinct_cells: 19
  syn_inst: 63
  yosysSeqAreaShare_pct: 0
  top_cells_by_area: "ha_1, xnor2_1, inv_1"
  yosysWarnings: 1
  synth_area_um2: 444
  ys_area_um2: 444
  avgSynthCellArea_um2: 7.05
  yosys_cells: 63
  top_area_cell: "ha_1"
  top_area_share_pct: 25.4
setup_path:
  path_buffers: 4
  worstPathArrival_ns: 4.77
  path_max_fanout: 4
  critPathKind: "in -> out"
  slowest_stage: "clkdlybuf4s50_1"
  required_ns: 8.00
  cp_top_family: "buffers and inverters"
  max_stage_delay_ns: 0.52
  end_kind: "primary output"
  crit_start: "b[0]"
  crit_chain: "clkdlybuf4s50_1, inv_1, ha_1, nand2_1, o21ai_0, inv_1, fa_1, nor2b_1, o21ai_1, a21oi_1, o21ai_1, a21oi_1, clkdlybuf4s50_1"
  start_kind: "input pin"
worst_hold_path:
  whs_endpoint: "result[0]"
  min_path_cells: 3
  hold_path_startpoint: "a[0]"
  hold_class: "in -> out"
power:
  power_w: 0.0000567
  switchingPower_w: 0.0000205
  p_per_area_nw_per_um2: 74.4
  p_seq_share_pct: 0
  ir_drop_mv: 0.0173
  pwr-share-comb_pct: 100.0
  power_leakage_nw: 0.304
  switching_share_pct: 36.1
  p_int_w: 0.0000362
  pwr-share-clk_pct: 0
clock_tree:
  cts_hold_buffers: 0
  cts_resized: 0
  post_cts_buffers: 0
status:
  outcome: "finished, final reports clean"
flow_run:
  maxCapViolations: 0
  warnings: 32
## tightest hold or removal path: cells and delay by family
| family | cells | cell delay [ns] |
|---|---|---|
| adder cells (fa/ha/maj) | 1 | 0.13 |
| buffers and inverters | 2 | 0.92 |
## layout by cell type, fill, tap and decap left out, types with 2 or more instances in the layout
cell              n
a21oi_1           5
ha_1              9
clkdlybuf4s50_1  26
nand2_1           5
inv_1             8
nor3_1            2
o21ai_1           2
o21a_1            2
nor2b_1           2
o31ai_1           3
nor2_1            8
xnor2_1           9
## power by group through the flow
stage | clock network, W | registers (W) | logic, W
after CTS | 0 | 0 | 0.0000584
after global routing | 0 | 0 | 0.0000634
final | 0 | 0 | 0.0000567
## worst max path at each step
stage	endpoint	slack, ns	cells past startpoint
final	result[6]	3.23	13
after global routing	carry	2.99	13
after CTS	result[6]	3.21	13
## cell families (layout without fill, tap and decap cells)
family / after synthesis / count (layout) / share of synthesized area (%)
xor gates and xnor gates: 10 / 10 / 19.7
and+or+nand+nor: 19 / 19 / 18.9
adders and majority gates: 10 / 10 / 29.9
AOI/OAI and AO/OA: 16 / 16 / 24.8
buffers and inverters: 8 / 34 / 6.76
## cell usage after synthesis
master,number
fa_1,1
a21oi_2,1
o31a_1,1
nor2_1,8
xnor2_1,9
nor3_1,2
o21a_1,2
nor2b_1,2
xor2_1,1
o21ai_1,2
ha_1,9
nand2b_1,1
inv_1,8
o31ai_1,3
nand2_1,5
a21oi_1,5
and3_1,1
o21ai_0,1
a311oi_2,1
## stage by stage
stage	instances	hold slack, ns
6_report	135	5.04
5_1_grt	135	5.10
4_1_cts	135	5.06
3_5_place_dp	135	5.05
3_3_place_gp	135	5.06
2_1_floorplan	63	4.07
## metal layers
layer / up-vias / part of all wire, %
met2: 11 / 50
met5: - / 0
met1: 212 / 44
li1: 270 / -
met3: 0 / 5.2
met4: 0 / 0
## cell type report
type	instances	area, um^2	share of cell area (%)
Inverter	8	30.0	3.94
Multi-Input combinational cell	55	414	54.4
Tap cell	46	57.6	7.55
Timing Repair Buffer	26	260	34.2
Power is estimated from default activity; no workload was simulated.
