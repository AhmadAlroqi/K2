<file path="./design.v">
module RAM(
    input logic clk,
    input logic  write_enable,
    input logic [9:0]address,
    input logic [7:0]data_in,
    output logic  [7:0]data_out
    );
logic [7:0]ram_block[15:0];
always @(posedge clk) begin
        if(write_enable)
            ram_block[address] <= data_in;
end
  assign data_out = ram_block[address];
endmodule
</file>
<file path="./constraint.sdc">
current_design RAM

set clk_period 3.0
set clk_io_pct 0.2

create_clock -name clk0 -period $clk_period [get_ports {clk}]

set non_clock_inputs [all_inputs -no_clocks]
set_input_delay [expr $clk_period * $clk_io_pct] -clock clk0 $non_clock_inputs
set_output_delay [expr $clk_period * $clk_io_pct] -clock clk0 [all_outputs]
</file>
<file path="./run.sh">
#!/bin/bash
# OpenROAD 26Q1-2900-gdf79404cd8, Yosys 0.63+post, stock flow scripts
make -C /OpenROAD-flow-scripts/flow DESIGN_CONFIG=/design/flow/config.mk WORK_HOME=/design/flow/orfs finish
</file>
<file path="./config.mk">
export PLATFORM = sky130hd
export DESIGN_NAME = RAM
export DESIGN_NICKNAME = RAM
export VERILOG_FILES = /design/flow/design.v
export SDC_FILE = /design/flow/constraint.sdc
export NUM_CORES = 4
export LEC_CHECK = 1
export CORE_UTILIZATION = 40
</file>
==> summary.txt <==
impl run done, here's what came out: status finished, final reports clean, FP Core Util about two fifths, CP max-delay cell clkdlybuf4s50_1, CTS Root Cell clkbuf_16, Finish-stage setup viols 0, Critical Path Max Stage Delay around 530 ps, Worst path depth 5, P per Cell Area between 700 and 800 nW/um^2, hpwl dp 5.89 mm, most numerous logic cells after layout edfxtp_1, mux4_2, buf_4, Chip Area 12,700 sq um, Peak VDD IR between 300 and 400 uV, RSZ-0062 raised after global routing true, Yosys cell types 17, Critical Path Source Type input port, max reg flops between 100 and 150, All-Layer GR Usage ~18%, most instantiated logic cell after routing edfxtp_1, CTS tree yes, CP endpoint kind output port, DR iter-0 viols 167, port bufs 21, residual overflow from global routing 0, core footprint roughly 12,000 sq um, antenna cells 0, final instance area roughly 6000 sq um, vias in the first global route ~2,600, Post-Syn Area around 4900 sq um, GPL Wtd Cong roughly 0.75, Avg WL per Cell 22.3 um, register bit total from synthesis between 100 and 150, CP most frequent cell clkdlybuf4s50_1, first-pass GRT wire length 15.1 mm, DRC violations left 0, Synth Area per Inst about 22 sq um, Clock Path Buffers 2, Leakage around 2.0 nW, H-tree depth 4, Tcrit/Tclk final about 100%, die height between 100 and 150 um, Largest regs ram_block x128, final WL ~9.8 mm, Critical Path AT 2380 ps, crit-path cells clkdlybuf4s50_1 > nor2_2 > a22oi_1 > nand2_1 > clkdlybuf4s50_1, worst-margin pin slew 629 ps, Syn. warnings 1, Hold Path Depth 3, Rows around 40, IO Pins 28, YS chip area 4910 sq um, Slew Viols, Final 0, Num CTS Buffers 17, maximum fanout along the worst path 8, initial antenna violation count 0, minimum clock period between 2000 and 3000 ps, Worst Path Buf+Inv 2, Biggest register ram_block, Critical Path RT ~2400 ps, Max Clock Freq 335 MHz, register clock-pin slew on the reported worst setup and hold paths 60 ps, Yosys Instances 222, pin count of the biggest net entering global routing 30, layout cell share with drive strength beyond 1 roughly a third, register share after synthesis between 70% and 80%, cell family with most CP delay buffers and inverters, Max Cap Violations 0, Vias 2,380, Layout area overhead 24.8%, Die W ~110 um, CTS Sinks approximately 130, Via density about 5.4, DR pass1 iterations 4, tool warning count 32, Area after DPL ~5500 sq um, crit path kind input port to output port, Slew headroom between 50% and 60%, Hold Crit Class input port to flip-flop, final hold viol count 0, Final Util between 50 and 60%, Routed Antenna Nets 0, Synth Instances 222
-- power breakdown --
group / internal [mW] / total (mW) / switching [mW]
combinational: 0.116 / 0.229 / 0.113
clock: 1.39 / 2.13 / 0.735
sequential: 2.01 / 2.01 / 0.00786
-- Yosys cell counts --
cell      count  area (sq um)
buf_1         4          15.0
or3b_2        1          8.76
edfxtp_1    128          3840
nand2_1       9          33.8
nor2b_1       2          12.5
mux4_2       32           721
nand2b_1      2          12.5
nand3b_1      2          15.0
and2_1        1          6.26
clkbuf_2      1          5.00
buf_2         2          10.0
nand3_1       1          5.00
a22oi_1      16           120
clkbuf_1      2          7.51
buf_6         2          22.5
nor2_1       13          48.8
nor3_1        4          20.0
-- layout make-up --
cell class / instances / area, sq um
clock inverters: 13 / 186
well taps: 147 / 184
fillers: 911 / 5840
flip-flops and latches: 128 / 3840
repair buffers: 48 / 453
clock buffers: 19 / 433
multi-input cells: 83 / 1020
-- cells by family after synthesis --
logic type	count (synthesis)	share of synthesized area, %
buffers and inverters	11	1.22
DFF	128	78.3
and+or+nand+nor	35	3.31
AOI/OAI and AO/OA	16	2.45
muxes	32	14.7
-- routing by layer --
metal	global-route usage [%]	vias to the layer above	share of wire, %
li1	-	1050	-
met1	30.6	1229	43
met2	26.2	90	49
met3	7.48	11	7.1
met4	2.13	0	1.4
met5	0	-	0
-- worst paths after layout --
path	startpoint	to	slack, ps
hold / removal	address[1]	ram_block[8][7]$_DFFE_PP_	860
setup / recovery	address[3]	data_out[3]	20
-- stage by stage --
stage / hold WS, ps / instances / power, mW / setup TNS [ps] / setup WS [ps]
6_report: 857 / 438 / 4.37 / 0 / 18.1
5_1_grt: 861 / 438 / 4.51 / -169 / -41.8
4_1_cts: 857 / 438 / 4.40 / 0 / 31.0
3_5_place_dp: 1270 / 406 / 2.28 / -1050 / -169
3_3_place_gp: 1260 / 406 / 2.27 / -1020 / -160
2_1_floorplan: 699 / 222 / 2.16 / 0 / 771
-- timing repair --
action                     in CTS  in global routing
hold buffers                    0                  0
setup endpoints to repair       8                  8
resized                         2                  3
buffers inserted                0                  0
Power and IR drop assume default switching activity.
